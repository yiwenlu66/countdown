==> ./design.v <==
module keypad(
    input clk,
    input row_1, row_2, row_3, row_4,
    output col_1, col_2, col_3, col_4,
    output keydown_start, keydown_confirm, keydown_clear, keydown_num,
    output [3:0] num
    );
wire keydown;
wire [3:0] key_id;
keypad_driver keypad__keypad_driver (
    .scan_clk(clk),
    .row_1(row_1), .row_2(row_2), .row_3(row_3), .row_4(row_4),
    .col_1(col_1), .col_2(col_2), .col_3(col_3), .col_4(col_4),
    .keydown(keydown), .key(key_id)
    );
keypad_adapter keypad__keypad_adapter (
    .clk(clk),
    .keydown(keydown), .key_id(key_id),
    .keydown_start(keydown_start), .keydown_confirm(keydown_confirm),
    .keydown_clear(keydown_clear), .keydown_num(keydown_num),
    .num(num)
    );
endmodule
module keypad_adapter(
    input clk,
    input keydown,
    input [3:0] key_id,
    output reg keydown_start, keydown_confirm, keydown_clear, keydown_num,
    output reg [3:0] num
    );
always @(posedge clk) begin
    case (key_id)
        0: num = 1;
        1: num = 2;
        2: num = 3;
        4: num = 4;
        5: num = 5;
        6: num = 6;
        8: num = 7;
        9: num = 8;
        10: num = 9;
        12: num = 0;
        default: num = 10;   
    endcase
    keydown_start <= (keydown && key_id == 13);
    keydown_confirm <= (keydown && key_id == 15);
    keydown_clear <= (keydown && key_id == 14);
    keydown_num <= (keydown && num != 10);
end
endmodule
module keypad_driver(
    input scan_clk,
    input row_1, row_2, row_3, row_4,
    output col_1, col_2, col_3, col_4,
    output reg keydown,
    output reg [3:0] key
    );
reg [3:0] col = 0, row = 0;      
reg [3:0] active_row, active_col;
two_four_decoder keypad_driver__two_four_decoder (
    .in(col),
    .out_0(col_1), .out_1(col_2), .out_2(col_3), .out_3(col_4)
    );
wire [3:0] rows;
assign rows = {row_4, row_3, row_2, row_1};
always @ (posedge scan_clk) begin
    if (!keydown) begin
        for (row = 0; row < 4; row = row + 1) begin
            if (!rows[row]) begin
                keydown = 1;
                active_row = row;
                active_col = col;
                key = (row << 2) + col;
            end
        end
    end
    else begin
        if (col == active_col && rows[active_row]) keydown = 0;
    end
    col = (col + 1) % 4;
end
endmodule
module two_four_decoder(
    input [1:0] in,
    output out_0, out_1, out_2, out_3
    );
reg [3:0] out;
always @ * begin
    case (in)
        0: out = 4'b1110;
        1: out = 4'b1101;
        2: out = 4'b1011;
        3: out = 4'b0111;
    endcase
end
assign {out_3, out_2, out_1, out_0} = out;
endmodule
==> ./run.sh <==
#!/bin/bash
# OpenROAD 26Q1-2900-gdf79404cd8, Yosys 0.63+post, stock flow scripts
make -C /OpenROAD-flow-scripts/flow DESIGN_CONFIG=/design/flow/config.mk WORK_HOME=/design/flow/orfs finish
==> ./config.mk <==
export PLATFORM = sky130hd
export DESIGN_NAME = keypad
export DESIGN_NICKNAME = keypad
export VERILOG_FILES = /design/flow/design.v
export SDC_FILE = /design/flow/constraint.sdc
export NUM_CORES = 4
export LEC_CHECK = 1
export CORE_AREA = 10 10 98 98
export DIE_AREA = 0 0 108 108
==> ./constraint.sdc <==
current_design keypad

set clk_period 4.6
set clk_io_pct 0.2

create_clock -name clk0 -period $clk_period [get_ports {clk}]

set non_clock_inputs [all_inputs -no_clocks]
set_input_delay [expr $clk_period * $clk_io_pct] -clock clk0 $non_clock_inputs
set_output_delay [expr $clk_period * $clk_io_pct] -clock clk0 [all_outputs]
==> changes_impl.md <==
### Implementation results

* CP max FO at 9
* Chip width at 108 µm
* Synth area leader: dfxtp_1
* CP Capture Type: flop
* Initial drt markers at 23
* Outcome: completed
* RSZ-0062 raised after global routing: false
* Pin count of the biggest net entering global routing at 13
* Clock transition at path regs at 0.07 ns
* Leakage at between 0.4 and 0.5 nW
* Hold path depth at 0
* Slew margin rel. at 0.622
* Crit. path cell count at 6
* Sink Count at 21
* DRC at 0
* Final Skew at 0.00835 ns
* Post-synth seq share at 0.545
* Yosys warns at 4
* Max-cap violations at 0
* Vias in the first global route at 600
* Worst Tran Pin Value at 0.568 ns
* Inserted Clock Buffers at 3
* Synth top area share at 0.340
* Post-synth EDFFs at 6
* Worst path required time at roughly 4.7 ns
* Final TNS setup at 0 ns
* Number of iterations in the first detailed-routing pass at 2
* Gate Count Post-Synth at 75
* CTS Root Cell: clkbuf_8
* Startpoint types: input port
* Die Y at roughly 110 µm
* Die area at 11,700 µm²
* Final wirelength at 1.69 mm
* Setup-failing EPs final at 0
* Worst path top cell family by delay: AND-OR/OR-AND gates
* CP max stage delay at 0.55 ns
* Post-synth top cells: 15 x dfxtp_1, 11 x inv_1, 8 x ha_1, 6 x edfxtp_1, 5 x nand2_1
* Reg-to-Reg Start: keypad__keypad_driver.keydown
* Ys cells at 75
* Critical path data arrival time at 3.06 ns
* Vias/cell at 2.85
* Routed Antenna Nets at 0
* Hold Buf Count CTS at 0
* Input/output buffers at 16
* Tool warnings at 31
* Worst-Skew Late Latency at 0.26 ns
* Setup Fix Bufs, Post-CTS at 0
* Critical path buffers and inverters at 2
* Total power per unit cell area at 478 nW/µm²
* Overflow after GRT at 0
* HPWL after detailed placement at 1.34 mm
* Period utilization at 0.634
* # rows at 32
* Ratio of cells with drive above 1 in the final layout at 0.105
* VDD IR max at around 0.097 mV
* Vias at 561
* Cells along the critical path: clkdlybuf4s50_1, a41oi_2, mux2i_1, inv_1, ha_1, a221o_1
* H-tree levels at 1
* Ys async rst share at 0
* CP max-delay cell: a41oi_2
* Global Route Usage Sum at 0.0293
* I/O pin count at 17
* Commonest flop: dfxtp_1
* Avg Cell Area, Syn at 11.8 µm²
* Hold Fails Final Rpt at 0
* Slew Viols, Final at 0
* Number of distinct library cells after synthesis at 26
* Critical setup path kind: input port to flop
* Worst Hold Slack at 0.351 ns
* Most instantiated library cell after synthesis: dfxtp_1
* Chip Area, Yosys at 882 µm²
* # resized after CTS at 0
* N_diodes at 0
* Synth-to-Final Area Change at 37.9%
* Main area contributors after synthesis: dfxtp_1 34%, edfxtp_1 20%, ha_1 11%
* Final Critical Period at 2.92 ns
* Routed wire per std cell at 8.56 µm
* Fmax at 343 MHz
* Initial antenna violation count at 0
* Netlist Area Pre-Place at 882 µm²
* Post-layout util at 0.159
* R2r worst-path depth at 5
* Core box area at 7650 µm²
* Worst hold-check path type: flop to flop
* Core Util at FP at 0.115
* Worst Setup SP: row_4
* RePlAce Congestion at ~0.72
* Yosys reg bits at 21
* Clock tree from TritonCTS: yes
* Max clock buf depth at 2
* Global-route wire length before repair at ~2.9 mm
-- where the power goes --
| part | switching (mW) | internal (mW) | total (mW) | leakage [nW] |
|---|---|---|---|---|
| Clock | 0.0568 | 0.0601 | 0.117 | 0.0255 |
| Combinational | 0.0797 | 0.103 | 0.183 | 0.276 |
| Sequential | 0.0276 | 0.254 | 0.282 | 0.180 |
-- cell type report --
type | count | area (µm²)
fillers | 840 | 6430
flip-flops and latches | 21 | 480
multi-input cells | 43 | 360
repair buffers | 16 | 160
well taps | 102 | 128
clock buffers | 3 | 41.3
inverters | 11 | 41.3
clock inverters | 1 | 5.00
-- cells in the final DEF (no fill, tap or decap), types with 2 or more instances in the layout --
master	instances
and3_1	2
mux2i_1	2
clkbuf_8	3
o21ai_0	2
edfxtp_1	6
xnor2_1	2
ha_1	8
clkdlybuf4s50_1	16
a21oi_1	2
nor2_1	3
nor2b_1	2
dfxtp_1	15
inv_1	11
nand2_1	5
and3b_1	2
-- stage by stage --
step           worst slack (ns)  power (mW)  area, µm²  std cells
6_report                   1.68       0.581       1220        197
3_5_place_dp               1.45       0.471       1170        193
3_3_place_gp               1.48       0.470       1170        193
5_1_grt                    1.48       0.629       1220        197
4_1_cts                    1.69       0.592       1220        197
2_1_floorplan              2.17       0.385        882         75
-- cells by family (layout without fill, tap and decap cells) --
logic type / count (synthesis) / after routing / synth area share
compound gates: 11 / 11 / 0.102
xor+xnor: 2 / 2 / 0.0199
fa+ha+maj: 8 / 8 / 0.113
buf+inv: 11 / 31 / 0.0468
flops: 21 / 21 / 0.545
mux: 4 / 4 / 0.0653
simple gates: 18 / 18 / 0.108
-- routing by layer --
metal	wire length (µm)	vias up	share of wire	global-route usage
li1	-	293	-	-
met1	920	251	0.55	0.0436
met2	617	15	0.37	0.0414
met3	103	2	0.061	0.00723
met4	46	0	0.027	0.00763
met5	0	-	0	0
-- final timing paths --
check / endpoint / slack (ns)
max: flop / 1.68
min: keypad__keypad_adapter.num[1] / 0.35
max reg2reg: flop / 2.55
min reg2reg: keypad__keypad_adapter.num[1] / 0.35
Power is estimated from default activity; no workload was simulated.
