==> flow/config.mk <==
export PLATFORM = sky130hd
export DESIGN_NAME = clock_divider
export DESIGN_NICKNAME = clock_divider
export VERILOG_FILES = /design/flow/design.v
export SDC_FILE = /design/flow/constraint.sdc
export NUM_CORES = 4
export LEC_CHECK = 1
export CORE_UTILIZATION = 30
==> flow/constraint.sdc <==
current_design clock_divider

set clk_period 6.9
set clk_io_pct 0.2

create_clock -name clk0 -period $clk_period [get_ports {clk_in}]

set non_clock_inputs [all_inputs -no_clocks]
set_input_delay [expr $clk_period * $clk_io_pct] -clock clk0 $non_clock_inputs
set_output_delay [expr $clk_period * $clk_io_pct] -clock clk0 [all_outputs]
==> flow/design.v <==
module clock_divider(
    input clk_in,
    input [31:0] size,
    output reg clk_out = 0
    );
reg [31:0] counter = 0;
always @ (posedge clk_in) begin
    counter = counter + 1;
    if (counter >= size >> 1) begin
        clk_out = !clk_out;
        counter = 0;
    end
end
endmodule
==> flow/run.sh <==
#!/bin/bash
# OpenROAD 26Q1-2900-gdf79404cd8, Yosys 0.63+post, stock flow scripts
make -C /OpenROAD-flow-scripts/flow DESIGN_CONFIG=/design/flow/config.mk WORK_HOME=/design/flow/orfs finish
==> qor.yml <==
status:
  status: "complete, no violations"
sta:
  final_max_slew_viol_count: 0
  period_needed_ns: 3.91
  maxSlewHeadroom: 0.419
  rsz0062_at_grt: "no"
  fmax_ghz: 0.256
  worst_pin_slew_ns: 0.866
  finalSetupViolations: 0
  hold_viol: 0
  setup_tns_ns: 0
  period_used_share: 0.566
  fin_worst_skew_ns: 0.00285
  fin_ws_ns: 2.99
final_layout:
  syn_to_final_growth_pct: 21.1
  lay_top_cells: "inv_1, ha_1, dfxtp_1, clkdlybuf4s50_1, nor4_1"
  layout-drive-gt1-share: 0.0731
  layout_top_cell: "inv_1"
clock_tree:
  path_clk_slew_ns: 0.07
  root_buffer: "clkbuf_8"
  cts_num_sinks: 33
  clock_latency_ns: 0.28
  holdBufCountCts: 0
  cts_buffers: 5
  clk_path_buf_depth: 2
  htreeDepth: 2
  cts_setup_buffers: 0
  tritoncts: "built"
  ctsResizeCount: 0
setup_path:
  crit_start: "counter[0]"
  worstPathArrival_ns: 3.91
  crit_fanout: 32
  r2r-end: "clk_out"
  reg2reg_slack_ns: 2.99
  critPathKind: "reg2reg"
  critPathLaunchType: "flop"
  rr_startpoint: "counter[0]"
  cp-end-kind: "flop"
  crit_required_ns: 6.91
  cp-endpoint: "clk_out"
  reg2regPathDepth: 13
synth:
  synth_area_leader_cell: "dfxtp_1"
  ys_ff: 33
  synth.area.top_cells: "dfxtp_1, ha_1, inv_1"
  synthCells: 311
  ys_async_sr_fraction: 0
  ys_cells: 311
  synth_seq_share: 0.265
  synth-area-yosys_sq_um: 2530
  avgSynthCellArea_sq_um: 8.15
  netlist_area_sq_um: 2530
  yosys_most_used_dff: "dfxtp_1"
  edf_count: 1
  yosys.area.top_type_share: 0.253
  ys_warn_count: 1
  yosysUniqueCellTypes: 43
pwr:
  leakage_nw: 1.44
  vdd_drop_max_mv: 0.0688
  cellPowerDensity_nw_per_um2: 130
routing:
  vias: 2148
  vias_per_cell: 4.81
  wl_um: 5300
  n_antenna_cell: 0
  first_iter_violations: 100
  wl_per_cell_um: 11.9
  first_pass_iters: 4
  drc: 0
  final_antenna_net_count: 0
floorplan:
  fp.dieH_um: 93.9
  die-area_sq_um: 8820
  coreArea_sq_um: 8220
  pin_count: 34
  num_rows: 33
  initCoreUtil: 0.309
  die_w_um: 93.9
grt:
  grtUsageTotal: 0.131
  overflow: 0
  antenna_found_initial: 0
  grt_max_degree: 33
  grt_pass1_wl_um: 9260
  grt_pass1_vias: 2061
placed_design:
  dp_hpwl_um: 3940
  gp_congestion: 0.812
  preCtsSetupSlack_ns: 2.75
  io_buffers: 32
worst_hold_path:
  hold_path.class: "reg2reg"
job:
  drv_cap: 0
  warning_count: 26
worst max-delay path, cell delays in order, from the launching register on:
cell and delay [ns]:
dfxtp_1 0.40, ha_1 0.21, and3_1 0.37, nor3b_1 0.31, nand3_1 0.14, xnor2_1 0.27, inv_1 0.08, ha_1 0.30
nand3_1 0.11, nor4_1 0.45, o21ai_0 0.23, a31oi_2 0.18, buf_4 0.37, or3_1 0.18
registers in the layout, indices dropped and copies added, names as in the netlist:
name,cells
counter,32
clk_out,1
power by group:
| group | total, mW | switching [mW] | internal, mW |
|---|---|---|---|
| clock network | 0.160 | 0.0696 | 0.0901 |
| logic | 0.0447 | 0.0182 | 0.0265 |
| registers | 0.196 | 0.00200 | 0.194 |
how the worst min path moves through the flow:
stage                       from          to  slack [ns]  depth (start not counted)
final                 counter[0]  counter[0]        0.53                          1
after global routing  counter[0]  counter[0]        0.58                          1
after CTS             counter[0]  counter[0]        0.54                          1
per-stage QoR:
step,power [mW],area (sq um),instances,hold slack [ns],utilization
after floorplan,0.221,2530,311,0.474,-
after global placement,0.244,2970,439,0.507,0.361
after detailed placement,0.245,2970,439,0.511,0.361
after CTS,0.406,3070,447,0.536,0.374
after global routing,0.423,3070,447,0.582,0.374
final,0.400,3070,447,0.533,0.374
layer usage:
| metal | part of all wire | vias to the layer above | track usage |
|---|---|---|---|
| met5 | 0 | - | 0 |
| met4 | 0.0074 | 0 | 0.0115 |
| met3 | 0.040 | 4 | 0.0214 |
| met2 | 0.43 | 32 | 0.203 |
| met1 | 0.52 | 955 | 0.201 |
| li1 | - | 1157 | - |
cell type report:
cell class,count,area [sq um]
fill,828,5150
multi-input combinational,212,1620
sequential,33,671
timing repair buffer,35,343
inverter,54,203
tap,105,131
clock buffer,7,96.3
clock inverter,1,5.00
cell families (layout without fill, tap and decap cells):
family          Yosys count  after routing  share of synthesized area
simple gates            110            110                      0.253
xor+xnor                 27             27                     0.0933
other cells               1              1                    0.00148
buf+inv                  66             97                      0.102
compound gates           42             42                      0.128
fa+ha+maj                32             32                      0.158
flops                    33             33                      0.265
cell usage after synthesis (2+ instances only):
cell	count
a2111oi_0	2
a21o_1	5
a21oi_1	8
a31oi_1	2
and2_1	4
and3_1	4
and4_1	4
and4_4	2
buf_2	5
clkbuf_1	6
dfxtp_1	32
ha_1	32
inv_1	54
nand2_1	18
nand3_1	14
nand4_1	11
nor2_1	5
nor3_1	15
nor4_1	21
o211ai_1	9
o21a_1	5
o21ai_0	5
or2_2	2
or3_1	2
xnor2_1	14
xor2_1	13
Power figures rest on the tool's default switching activity, not on a simulated workload.
