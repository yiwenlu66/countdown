==> ./design.v <==
module display(
    input scan_clk,
    input [3:0] digit_3, digit_2, digit_1, digit_0,
    input enable_3, enable_2, enable_1, enable_0,
    output a, b, c, d, e, f, g, dp,
    output an_3, an_2, an_1, an_0
    );
wire [3:0] num_out;
wire [1:0] index;
scan_display display__scan_display (
    .scan_clk(scan_clk),
    .num_in_3(digit_3),
    .num_in_2(digit_2),
    .num_in_1(digit_1),
    .num_in_0(digit_0),
    .num_out(num_out),
    .index(index)
    );
wire [3:0] enable;
assign enable = {enable_3, enable_2, enable_1, enable_0};
two_four_decoder display__two_four_decoder (
    .in(index),
    .out_0(an_0), .out_1(an_1), .out_2(an_2), .out_3(an_3)
    );
seven_seg display__seven_seg (
    .enable(enable[index]),
    .num(num_out),
    .a(a), .b(b), .c(c), .d(d), .e(e), .f(f), .g(g)
    );
assign dp = 1;
endmodule
module scan_display(
    input scan_clk,           
    input [3:0] num_in_0, num_in_1, num_in_2, num_in_3,
    output reg [3:0] num_out,
    output reg [1:0] index = 0
    );
always @ (posedge scan_clk) begin
    index = index + 1;
    case (index)
        0: num_out = num_in_0;
        1: num_out = num_in_1;
        2: num_out = num_in_2;
        3: num_out = num_in_3;
    endcase
end
endmodule
module seven_seg(
    input enable,
    input [3:0] num,
    output a, b, c, d, e, f, g
    );
reg [6:0] segments;
always @ * begin
    if (enable) begin
        case (num)
            0: segments = 7'b0000001;
            1: segments = 7'b1001111;
            2: segments = 7'b0010010;
            3: segments = 7'b0000110;
            4: segments = 7'b1001100;
            5: segments = 7'b0100100;
            6: segments = 7'b0100000;
            7: segments = 7'b0001111;
            8: segments = 7'b0000000;
            9: segments = 7'b0000100;
        endcase
    end else begin
        segments = 7'b1111111;
    end
end
assign {a, b, c, d, e, f, g} = segments;
endmodule
module two_four_decoder(
    input [1:0] in,
    output out_0, out_1, out_2, out_3
    );
reg [3:0] out;
always @ * begin
    case (in)
        0: out = 4'b1110;
        1: out = 4'b1101;
        2: out = 4'b1011;
        3: out = 4'b0111;
    endcase
end
assign {out_3, out_2, out_1, out_0} = out;
endmodule
==> ./run.sh <==
#!/bin/bash
# OpenROAD 26Q1-2900-gdf79404cd8, Yosys 0.63+post, stock flow scripts
make -C /OpenROAD-flow-scripts/flow DESIGN_CONFIG=/design/flow/config.mk WORK_HOME=/design/flow/orfs finish
==> ./config.mk <==
export PLATFORM = sky130hd
export DESIGN_NAME = display
export DESIGN_NICKNAME = display
export VERILOG_FILES = /design/flow/design.v
export SDC_FILE = /design/flow/constraint.sdc
export NUM_CORES = 4
export LEC_CHECK = 1
export CORE_AREA = 10 10 70 70
export DIE_AREA = 0 0 80 80
==> ./constraint.sdc <==
current_design display

set clk_period 1.4
set clk_io_pct 0.2

create_clock -name clk0 -period $clk_period [get_ports {scan_clk}]

set non_clock_inputs [all_inputs -no_clocks]
set_input_delay [expr $clk_period * $clk_io_pct] -clock clk0 $non_clock_inputs
set_output_delay [expr $clk_period * $clk_io_pct] -clock clk0 [all_outputs]
==> CHANGELOG.md <==
### Changed

* Flip-flops with a built-in enable at 0
* Global-route wire length before repair at between 2 and 3 mm
* Internal power at about 0.00032 W
* XORs/XNORs by Area at between 2 and 3%
* Initial antenna violation count at 0
* Cell area after synthesis at a little under 600 um^2
* Unique cell types at 27
* Clock buffer depth at 2
* Die Area at about 6400 um^2
* H-tree levels at 1
* Via count at about 550
* Tot Pwr at roughly 0.00038 W
* Port Buffers at 31
* Starting density of the core at ~17%
* # setup viols final at 0
* Final setup margin at roughly 0.042 ns
* IO Pins at 33
* Mean Syn Cell Area at about 9.4 um^2
* Final Critical Period at approximately 1.4 ns
* Power density over the cells at between 300 and 400 nW/um^2
* Synthesized instance count at between 60 and 70
* Final ANT Viol Nets at 0
* Hold slack at between 0.4 and 0.5 ns
* Die height at around 80 um
* Routed vias/inst at approximately 3.8
* Clk_skew at around 0.0046 ns
* WL final at 1.46 mm
* AND/OR/NAND/NOR Cells, Area Fraction at between 4 and 5%
* Max incr delay on CP at approximately 0.35 ns
* Yosys stat chip area at between 500 and 600 um^2
* Total track usage at 4.79%
* Net Sw Frac at between 15 and 20%
* Share of total power in combinational logic at 17.6%
* Peak Freq at about 740 MHz
* CP arrival at 1.08 ns
* CP Launch Type: register
* Top logic family: AND-OR/OR-AND gates
* CP bufs+invs at 3
* FA/HA/MAJ Cells, Area Fraction at between 10 and 15%
* Drt drc at 0
* Setup Crit Path Kind: register to primary output
* Final hold viol count at 0
* Largest net degree at the start of global routing at 11
* First-pass iteration count of the detailed router at 4
* FP Rows at 21
* Vias in the first global route at 603
* P_sw at between 0.00006 and 0.00007 W
* Placer Congestion at 0.699
* OpenROAD warning count at 31
* CTS tree: built
* Ys flops at 13
* Reg power frac at between 40% and 50%
* Num CTS Buffers at 3
* Multiplexer share at roughly a tenth
* Flop area at between 200 and 250 um^2
* Footprint of the multi-input gates at 343 um^2
* Core box area at between 3000 and 4000 um^2
* Crit-path leading delay family: buffers and inverters
* Grt ovf at 0
* Ys Warns at 3
* Number of unconstrained endpoints at 14
* Predominant post-synthesis flop cell: dlxtn_1
* Post-layout period usage at 97.0%
* Data required time of the worst path at about 1.1 ns
* Max-capacitance violation count at 0
* RSZ-0062 raised after global routing: true
* Die X at 80 um
* CP Capture Type: primary output
* Place WS at -0.0826 ns
* DR iter-0 viols at 45
* LEAKAGE at approximately 0.43 nW
* AND-OR/OR-AND share of the synthesized area at 18.9%
* Count of unclocked register or latch pins at 7
* Post-synth ARST share at 0%
* Avg WL per Cell at ~10 um
* Root buffer cell: clkbuf_4
* CP max stage cell: dfxtp_4
* Fill cell count at roughly 360
* Crit path max fanout at 3
* Final Slew Violations at 0
* Hold-fix buffers, CTS at 0
* Layout cells sized above 1 at roughly a fifth
* Status: finished clean
* ANT cells at 0
* Hpwl dp at 1.28 mm
* Clock power share at about two fifths
* CTS clk-pin slew, worst paths at roughly 0.040 ns
* Peak VDD IR at between 0.2 and 0.3 mV
* Layout area overhead at 82.0%
* Critical-path cell list: inv_2 -> ha_4 -> inv_1 -> dlygate4sd2_1
* Hold Crit Class: register to register
* Yosys cell count at ~63
* Clk ins delay skew pair at between 0.2 and 0.25 ns
per-stage QoR:
stage	setup TNS, ns	cells	cell area [um^2]	utilization, %
detailed placement	-0.219	140	968	28.4
finish	0	145	1070	31.5
CTS	-0.0938	144	1040	30.5
floorplan	0	63	591	-
global placement	-0.169	140	968	28.4
global route	-0.0571	145	1070	31.5
cells by family after synthesis:
family / after synthesis
AOI/OAI and AO/OA: 14
xor gates and xnor gates: 2
adders and majority gates: 6
buffers and inverters: 17
DFF: 6
latches: 7
muxes: 5
other: 1
and+or+nand+nor: 5
final timing paths:
path	slack (ns)	from	endpoint	cells after the start
setup reg to reg	0.10	display__scan_display.index[1]	display__scan_display.num_out[0]	5
hold / removal	0.49	display__scan_display.index[0]	display__scan_display.index[0]	1
setup / recovery	0.04	display__scan_display.index[1]	an_1	4
hold reg to reg	0.49	display__scan_display.index[0]	display__scan_display.index[0]	1
sequential cells by signal, summed over array words and instances (netlist names):
name / flops
display__scan_display.num_out: 4
display__seven_seg.segments: 7
display__scan_display.index: 2
cell usage after synthesis (2+ instances only):
cell type	instances	area, um^2
nand2_1	2	7.51
dlxtn_1	7	105
xnor2_1	2	17.5
a222oi_1	4	40.0
buf_4	2	15.0
ha_1	5	62.6
mux2i_1	4	40.0
a21oi_1	2	10.0
inv_1	12	45.0
dfxtp_1	6	120
power by group through the flow:
stage / combinational [W] / sequential, W / clock (W)
4_1_cts: 0.0000686 / 0.000172 / 0.000154
6_report: 0.0000678 / 0.000170 / 0.000147
5_1_grt: 0.0000736 / 0.000169 / 0.000164
cell type report:
| cell class | count | share of cell area, % |
|---|---|---|
| repair buffers | 38 | 34.6 |
| multi-input cells | 33 | 31.9 |
| inverters | 12 | 4.42 |
| clock buffers | 3 | 2.10 |
| well taps | 46 | 5.36 |
| flip-flops and latches | 13 | 21.7 |
repair_timing:
item	in CTS	in global routing
gates resized	18	9
pin swaps	0	4
buffers inserted	1	1
setup endpoints to repair	8	7
gates cloned	0	0
worst reg2reg max path, stage by stage (launching register included):
cell and delay (ns):
dfxtp_4 0.35, buf_6 0.12, ha_4 0.15, buf_6 0.11
a222oi_1 0.33, mux2i_1 0.12
metal layers:
layer | routed length, um | global-route usage (%) | vias to the layer above
met4 | 0 | 0.352 | 0
met1 | 646 | 5.78 | 228
met5 | 0 | 0 | -
met2 | 551 | 6.58 | 27
li1 | - | - | 293
met3 | 266 | 4.09 | 0
cells in the final DEF, fill, tap and decap left out:
| cell | synthesis | layout |
|---|---|---|
| buf_4 | 2 | 3 |
| o41ai_1 | 1 | 1 |
| dfxtp_1 | 6 | 4 |
| conb_1 | 1 | 1 |
| dfxtp_4 | 0 | 2 |
| nor3_1 | 1 | 1 |
| o211a_1 | 1 | 1 |
| maj3_1 | 1 | 1 |
| o21ai_1 | 1 | 1 |
| o311ai_1 | 1 | 1 |
| ha_1 | 5 | 1 |
| clkbuf_4 | 0 | 3 |
| xnor2_1 | 2 | 2 |
| dlxtn_1 | 7 | 7 |
| ha_4 | 0 | 4 |
| buf_6 | 0 | 4 |
| clkdlybuf4s15_1 | 0 | 2 |
| nand2b_1 | 1 | 1 |
| inv_2 | 0 | 1 |
| dlygate4sd2_1 | 0 | 1 |
| inv_4 | 0 | 1 |
| or3_1 | 1 | 1 |
| o211ai_1 | 1 | 1 |
| o221ai_1 | 1 | 1 |
| a21oi_1 | 2 | 2 |
| nand2_1 | 2 | 2 |
| a222oi_1 | 4 | 4 |
| o21ai_0 | 1 | 1 |
| mux2i_1 | 4 | 4 |
| inv_1 | 12 | 10 |
| o21a_1 | 1 | 1 |
| clkdlybuf4s50_1 | 0 | 27 |
| mux4_2 | 1 | 1 |
| clkbuf_2 | 0 | 1 |
Power is estimated from default activity; no workload was simulated.
